==> ./design.v <==
module Acumulador (
    input wire clk,
    input wire reset,
    input wire enable,
    input wire [15:0] in_data,
    output reg [15:0] out_data
);
    always @(posedge clk or posedge reset) begin
        if (reset) begin
            out_data <= 16'b0;
        end else if (enable) begin
            out_data <= out_data + in_data;
        end
    end
endmodule
module FSM (
    input wire clk,
    input wire reset,
    input wire [15:0] data_out,         
    input wire [15:0] acc_out,          
    output reg [15:0] acc_in,           
    output reg acc_enable,             
    output reg [4:0] address,
    output reg [15:0] data_in,
    output reg read_en,
    output reg write_en,
    output reg ready
);
    reg [3:0] state;
    reg [3:0] count;
    reg [4:0] base_addr;
    reg [2:0] block_index;
    reg [15:0] total_sum;
    localparam IDLE = 0,
               LOAD = 1,
               WAIT_READ = 2,
               ACCUMULATE = 3,
               NEXT_ADDR = 4,
               WRITE_RESULT = 5,
               SUM_RESULTS = 6,
               NEXT_BLOCK = 7,
               FINAL_WRITE = 8,
               SIGNAL_READY1 = 9,
               SIGNAL_READY2 = 10,
               RESET_FSM = 11;
    always @(posedge clk or posedge reset) begin
        if (reset) begin
            state <= IDLE;
            address <= 0;
            acc_enable <= 0;
            read_en <= 0;
            write_en <= 0;
            ready <= 0;
            base_addr <= 0;
            block_index <= 0;
            count <= 0;
            total_sum <= 0;
        end else begin
            case (state)
                IDLE: begin
                    acc_enable <= 0;
                    ready <= 0;
                    base_addr <= 0;
                    block_index <= 0;
                    total_sum <= 0;
                    state <= LOAD;
                end
                LOAD: begin
                    address <= base_addr + count;
                    read_en <= 1;
                    state <= WAIT_READ;
                end
                WAIT_READ: begin
                    read_en <= 0;
                    acc_in <= data_out;
                    acc_enable <= 1;
                    state <= ACCUMULATE;
                end
                ACCUMULATE: begin
                    acc_enable <= 0;
                    count <= count + 1;
                    if (count == 3)
                        state <= WRITE_RESULT;
                    else
                        state <= LOAD;
                end
                WRITE_RESULT: begin
                    address <= base_addr + 4;   
                    data_in <= acc_out;
                    write_en <= 1;
                    state <= SUM_RESULTS;
                end
                SUM_RESULTS: begin
                    write_en <= 0;
                    total_sum <= total_sum + acc_out;
                    state <= NEXT_BLOCK;
                end
                NEXT_BLOCK: begin
                    count <= 0;
                    block_index <= block_index + 1;
                    case (block_index)
                        0: base_addr <= 5;
                        1: base_addr <= 10;
                        2: base_addr <= 15;
                        3: base_addr <= 20;
                        default: state <= FINAL_WRITE;
                    endcase
                    if (block_index < 4)
                        state <= LOAD;
                end
                FINAL_WRITE: begin
                    address <= 31;
                    data_in <= total_sum;
                    write_en <= 1;
                    state <= SIGNAL_READY1;
                end
                SIGNAL_READY1: begin
                    write_en <= 0;
                    ready <= 1;
                    state <= SIGNAL_READY2;
                end
                SIGNAL_READY2: begin
                    ready <= 1;
                    state <= RESET_FSM;
                end
                RESET_FSM: begin
                    ready <= 0;
                    state <= IDLE;
                end
            endcase
        end
    end
endmodule
module TOP (
    input wire Clock,
    input wire Reset,
    output wire [4:0] Address,
    output wire [15:0] DataIn,
    input wire [15:0] DataOut,
    output wire ReadEnable,
    output wire WriteEnable,
    output wire Ready
);
    wire [15:0] acc_in;
    wire [15:0] acc_out;
    wire acc_enable;
    Acumulador acumulador_inst (
        .clk(Clock),
        .reset(Reset),
        .in_data(acc_in),
        .enable(acc_enable),
        .out_data(acc_out)
    );
    FSM fsm_inst (
        .clk(Clock),
        .reset(Reset),
        .data_out(DataOut),        
        .acc_out(acc_out),         
        .acc_in(acc_in),           
        .acc_enable(acc_enable),   
        .address(Address),
        .data_in(DataIn),
        .read_en(ReadEnable),
        .write_en(WriteEnable),
        .ready(Ready)
    );
endmodule
==> ./run.sh <==
#!/bin/bash
# OpenROAD 26Q1-2900-gdf79404cd8, Yosys 0.63+post, stock flow scripts
make -C /OpenROAD-flow-scripts/flow DESIGN_CONFIG=/design/flow/config.mk WORK_HOME=/design/flow/orfs finish
==> ./config.mk <==
export PLATFORM = sky130hd
export DESIGN_NAME = TOP
export DESIGN_NICKNAME = TOP
export VERILOG_FILES = /design/flow/design.v
export SDC_FILE = /design/flow/constraint.sdc
export NUM_CORES = 4
export LEC_CHECK = 1
export CORE_UTILIZATION = 40
==> ./constraint.sdc <==
current_design TOP

set clk_period 7.9
set clk_io_pct 0.2

create_clock -name clk0 -period $clk_period [get_ports {Clock}]

set non_clock_inputs [all_inputs -no_clocks]
set_input_delay [expr $clk_period * $clk_io_pct] -clock clk0 $non_clock_inputs
set_output_delay [expr $clk_period * $clk_io_pct] -clock clk0 [all_outputs]
==> summary.txt <==
Results of an implementation run.

The end point of the worst hold path is fsm_inst.state[9]. The repair_antennas step left the layout with diodes totalling 0. The synthesized cell area is ~5300 um2. Once the clock tree was built, the resizer swapped 0 gates to a different size. The synthesized design spends more area on one cell type than any other, namely sky130_fd_sc_hd__dfrtp_1. The leakage power is 2.78 nW.

The number of cells produced by synthesis is between 400 and 500. Registers take between 2000 and 3000 um2. Across all stage logs, warnings added up to 27. The registers of the reported paths see a clock transition of about 0.060 ns.

Of the synthesized area, sequential elements account for 0.481. The leftover overflow at the end of global routing is 0. The total design power is between 0.001 and 0.0015 W.

The arrival time reported for the critical path endpoint is about 3.0 ns. The global-route wire length before repair is between 15000 and 20000 um. The type recorded for the worst min-delay path is flop to flop.

After the first detailed-routing iteration, the DRC count stood at around 200. The kind of end point of the critical path is a flop. The top cell family by delay on the critical path is buffers and inverters. The overall die size recorded for this design is about 14000 um2. The register bit total from synthesis is ~95. The required time at the worst endpoint is listed as just under 8 ns. The final hold slack is 0.379 ns.

Per the Yosys statistics, synthesis produced 489 cells. The floorplan die width is between 100 and 150 um. The number of clock sinks is 95. The core footprint is ~13000 um2. The post-synthesis to final-layout area growth is 18.0%. The clock tree from TritonCTS is yes.

The count of different cell masters after synthesis is ~58. The worst slack at placement is around 4.6 ns. The startpoint kind of the worst setup timing path is an input port. The combinational gate area is between 2000 and 3000 um2. The launching point of the worst reg2reg path is acumulador_inst.out_data[0]. The timing report gives the biggest stage delay along the critical path as approximately 0.58 ns. The register-to-register setup slack is 5.15 ns.

In this run the mean area of a mapped cell was between 10 and 15 um2. The final HPWL from detailed placement is between 7000 and 8000 um. Per the skew report, the later register of the worst-skew pair sees a clock latency of between 0.3 and 0.4 ns. The via count of the first global-routing pass is 3572.

The via density per instance is roughly 5.2. The run finished with clean final reports. The final weighted congestion of routability-driven global placement is between 0.8 and 0.9.

For this sky-water flow run, the detailed-routed wirelength per cell is reported as approximately 14 um. The most common cell in the synthesized netlist is sky130_fd_sc_hd__dfrtp_1. In this run the count of I/O pins placed on the die edge is between 40 and 50.

The number of max-cap violations is 0. The endpoint of the worst register-to-register path is acumulador_inst.out_data[12]. The share of Yosys cell area claimed by the top area cell type is 0.294. The final max-slew violation count is 0. The ratio of total power to cell area is 164 nW/um2.

The largest fanout on the critical path is 10. The count of library flops with an enable pin is 32. The stat command in Yosys gives a chip area of 5270 um2. The share of final-layout standard cells stronger than drive strength 1 is 0.0897. The initial antenna violation count came to 0. The buffer-and-inverter tally for the worst setup path is 2. Entering global routing, the biggest net connects ~57 pins. Yosys attributes the largest share of cell area to sky130_fd_sc_hd__dfrtp_1, sky130_fd_sc_hd__edfxtp_1, sky130_fd_sc_hd__ha_1. The headroom to the max-slew limit is 0.528.

Listed in order, past its start point the critical path passes clkdlybuf4s50_1 -> nor2_1 -> buf_4. The pin slew with the least headroom to its limit is just over 0.7 ns. Row generation in the floorplan step produced between 40 and 50 rows. The share of async-settable or async-resettable flops after synthesis is 0.663. The cell depth of the worst flop-to-flop path is 8.

The count of TritonRoute iterations in the first routing pass is 4. The setup violation total in the final timing report is 0. Endpoints failing hold in the final report were tallied at 0. The cell at the root of the clock tree is sky130_fd_sc_hd__clkbuf_16. The number of cells on the worst hold path is listed as 0. The source of the worst hold timing path is fsm_inst.state[3].

The smallest setup slack after layout is roughly 5.0 ns. For this design, the slowest cell found on the critical path is sky130_fd_sc_hd__nor2_1. After clock tree synthesis, the flow added hold-fix buffers numbering 0. Total global-route track usage over all layers is 0.170. The count of input and output buffers is just over 40. The highest ir drop seen on vdd is 0.107 mV. On the final layout, the worst clock skew is about 0.0052 ns. Across all layers, the routed design uses 3689 vias.

After filler insertion, the fill cell instance count of the layout stands at around 1100. The wire length reported by the detailed router is around 10000 um. The minimum period implied by the final worst setup slack is approximately 3 ns. The yosys warning tally is 2. The maximum achievable frequency is 341 MHz.

Per the post-route antenna check, the number of violating nets is 0. Setup repair after global routing left no endpoint under its margin. Sorting the synthesized cells by how often they occur yields sky130_fd_sc_hd__dfrtp_1, sky130_fd_sc_hd__ha_1, sky130_fd_sc_hd__o21ai_0. In this run the vertical extent of the chip is roughly 120 um. The maximum count of clock buffers along a single path is 2.

The remaining routing DRC violations is 0. The primary flip-flop cell chosen by synthesis mapping is sky130_fd_sc_hd__dfrtp_1. The clock tree synthesis step divided the H-tree into 3 levels. The number of clock buffers inserted by TritonCTS is 9. The final cycle utilization of the critical path is 0.371. In the final timing run, aggregate negative setup slack is 0 ns.

Post-CTS timing repair inserted 0 buffers for setup. The initial core utilization is 0.415. The critical path in this run is classified as input port to flop.
worst reg2reg max path, delay by kind of cell, from the launching register on:
family                     cells  cell delay [ns]
xor gates and xnor gates       1             0.14
muxes                          1             0.25
DFF                            1             0.41
AOI/OAI and AO/OA              4             1.17
adders and majority gates      2             0.67
cell families (layout without fill, tap and decap cells):
group                      Yosys count  in the layout  synth area share
DFF                                 95             95             0.481
buffers and inverters               42             88            0.0299
and+or+nand+nor                    124            124             0.120
muxes                               27             27            0.0565
xor gates and xnor gates            28             28            0.0465
AOI/OAI and AO/OA                  130            130             0.159
adders and majority gates           43             43             0.106
stage by stage:
stage	cells	util	area, um2
global placement	691	0.462	5880
detailed placement	691	0.462	5880
finish	707	0.489	6220
global route	707	0.489	6220
CTS	707	0.489	6220
floorplan	489	-	5270
placed cells by master, fill, tap and decap left out, types with 9 or more instances in the layout:
cell                               n
sky130_fd_sc_hd__mux2_2           22
sky130_fd_sc_hd__clkbuf_16         9
sky130_fd_sc_hd__o21ai_0          36
sky130_fd_sc_hd__a21o_1           12
sky130_fd_sc_hd__nand2_1          35
sky130_fd_sc_hd__inv_1            23
sky130_fd_sc_hd__dfrtp_1          62
sky130_fd_sc_hd__a21oi_1          31
sky130_fd_sc_hd__ha_1             40
sky130_fd_sc_hd__nand2b_1         15
sky130_fd_sc_hd__clkdlybuf4s50_1  41
sky130_fd_sc_hd__edfxtp_1         32
sky130_fd_sc_hd__nor2_1           26
sky130_fd_sc_hd__nor3_1           10
sky130_fd_sc_hd__xnor2_1          21
cell type report:
class                      instances  share of cell area
clock buffer                      13              0.0402
clock inverter                     3              0.0145
timing repair buffer              47              0.0732
multi-input combinational        352               0.414
tap                              172              0.0346
sequential                        95               0.408
inverter                          25              0.0151
worst max path at each step:
stage          from                    to  slack (ns)  depth (start not counted)
finish        Reset  fsm_inst.data_in[14]        4.97                          3
global route  Reset   fsm_inst.data_in[7]        4.89                          3
CTS           Reset  fsm_inst.data_in[14]        4.94                          3
per-layer routing:
| metal | part of all wire | wire length [um] | global-route usage |
|---|---|---|---|
| met1 | 0.49 | 5000 | 0.276 |
| met2 | 0.46 | 4660 | 0.259 |
| met3 | 0.035 | 357 | 0.0278 |
| met4 | 0.019 | 189 | 0.0262 |
| met5 | 0 | 0 | 0 |
registers in the layout, indices dropped and copies added, names as in the netlist:
signal,cells
fsm_inst.acc_in,16
fsm_inst.read_en,1
fsm_inst.write_en,1
fsm_inst.count,4
fsm_inst.address,5
acumulador_inst.out_data,16
fsm_inst.ready,1
fsm_inst.data_in,16
fsm_inst.acc_enable,1
fsm_inst.block_index,3
fsm_inst.total_sum,16
fsm_inst.state,11
fsm_inst.base_addr,4
report_power, final:
group	switching (W)	internal [W]	leakage (nW)
clock	0.000176	0.000318	0.164
sequential	0	0.000508	1.17
combinational	0.00000747	0.00000759	1.44
total	0.000184	0.000834	2.78
Power and IR drop assume default switching activity.
